==> /design/flow/design.v <==
`timescale 1ns / 1ps
module ad_converter (
  input  wire       sys_clk      ,  
  input  wire       rst_n        ,  
  input  wire [7:0] AD_digits_in ,  
  output reg        AD_clk       ,  
  output reg  [7:0] AD_digits_out,  
  output wire       data_vld
);
  parameter AD_clk_max_cnt = 49;     
  reg [31:0] AD_clk_cnt;
  reg AD_clk_pos_detect_r0;
  reg AD_clk_pos_detect_r1;
  wire AD_clk_neg_detect;
  initial begin
    AD_clk_cnt <= 32'd0;
    AD_clk <= 1'b0;
    AD_clk_pos_detect_r0 <= 1'b0;
    AD_clk_pos_detect_r1 <= 1'b0;
  end
  assign AD_clk_neg_detect = (!AD_clk_pos_detect_r0 && 
    AD_clk_pos_detect_r1) ? 1'b1: 1'b0;
  always @ (posedge sys_clk or negedge rst_n) begin
    if (!rst_n) begin
      AD_clk_pos_detect_r0 <= 1'b0;
      AD_clk_pos_detect_r1 <= 1'b0;
    end
    else begin
      AD_clk_pos_detect_r0 <= AD_clk;
      AD_clk_pos_detect_r1 <= AD_clk_pos_detect_r0;
    end
  end
  always @ (posedge sys_clk or negedge rst_n) begin
    if (!rst_n) begin
      AD_clk_cnt <= 32'd0;
      AD_clk <= 1'b0;
    end
    else if (AD_clk_cnt == AD_clk_max_cnt) begin
      AD_clk_cnt <= 32'd0;
      AD_clk <= ~ AD_clk;
    end
    else if (AD_clk_cnt != AD_clk_max_cnt) begin
      AD_clk_cnt <= AD_clk_cnt + 1;
    end
  end
  always @ (posedge sys_clk or negedge rst_n) begin
    if (!rst_n) begin
      AD_digits_out <= 8'd0;
    end
    else begin
      AD_digits_out <= AD_digits_in;
    end
  end
  assign data_vld = AD_clk_neg_detect;
endmodule
==> /design/flow/run.sh <==
#!/bin/bash
# OpenROAD 26Q1-2900-gdf79404cd8, Yosys 0.63+post, stock flow scripts
make -C /OpenROAD-flow-scripts/flow DESIGN_CONFIG=/design/flow/config.mk WORK_HOME=/design/flow/orfs finish
==> /design/flow/config.mk <==
export PLATFORM = sky130hd
export DESIGN_NAME = ad_converter
export DESIGN_NICKNAME = ad_converter
export VERILOG_FILES = /design/flow/design.v
export SDC_FILE = /design/flow/constraint.sdc
export NUM_CORES = 4
export LEC_CHECK = 1
export CORE_UTILIZATION = 40
==> /design/flow/constraint.sdc <==
current_design ad_converter

set clk_period 5.2
set clk_io_pct 0.2

create_clock -name clk0 -period $clk_period [get_ports {sys_clk}]

set non_clock_inputs [all_inputs -no_clocks]
set_input_delay [expr $clk_period * $clk_io_pct] -clock clk0 $non_clock_inputs
set_output_delay [expr $clk_period * $clk_io_pct] -clock clk0 [all_outputs]
==> Flow_metrics.wiki <==
=== Physical design figures ===
{| class="wikitable"
! Metric !! Value
|-
| Unrepaired setup endpoints after global routing || no
|-
| Root buf cell || clkbuf_8
|-
| Register share after synthesis || 0.602
|-
| Critical Path AT || 1.26 ns
|-
| Total power || 0.585 mW
|-
| Share of synthesized registers carrying an async set or reset || 1.00
|-
| Tool Warnings || 26
|-
| CTS Hold Bufs || 0
|-
| Achievable Freq || 0.435 GHz
|-
| Most used flip-flop cell after synthesis || dfrtp_1
|-
| Die X || 68.9 um
|-
| IO Pins || 20
|-
| Hold worst-path end || AD_clk_pos_detect_r1
|-
| Number of distinct standard cells referenced by the synthesized netlist || 23
|-
| Wire length of the first global-routing pass || 5430 um
|-
| Initial standard-cell utilization of the core || 0.431
|-
| Synth top area share || 0.602
|-
| Syn Area/Cell || 12.1 um2
|-
| Layout Area Growth over Synthesis || 19.9%
|-
| Clk latency late pin || 0.29 ns
|-
| Chip area estimate from yosys synthesis || 1790 um2
|-
| Data required time of the worst path || 4.16 ns
|-
| # Cells Yosys || 148
|-
| P per Cell Area || 273 nW/um2
|-
| Setup Total Neg Slack || 0 ns
|-
| Total number of placement rows || 23
|-
| Clk slew on worst S/H paths || 0.08 ns
|-
| Worst max-slew margin expressed relative to the limit || 0.516
|-
| Tally of max-capacitance violations || 0
|-
| DRC violation total after the first TritonRoute iteration || 49
|-
| Setup WS post-layout || 2.90 ns
|-
| Endpoint of the worst-slack reg-to-reg timing path || AD_clk_cnt[10]
|-
| Antenna cell count || 0
|-
| Routed vias || 1186
|-
| Clock Skews || 0.00408 ns
|-
| Chip Footprint || 4740 um2
|-
| Worst vdd ir || 0.138 mV
|-
| Total routing usage reported by global routing || 0.159
|-
| Via density || 5.29
|-
| Number of global-route vias before repair || 1179
|-
| Maximum fanout encountered on the critical timing path || 2
|-
| Depth of the worst register-to-register path || 5
|-
| Max Slew Vio Count || 0
|-
| Count of port buffers added during placement || 19
|-
| Worst flop-to-flop path startpoint || AD_clk_cnt[0]
|-
| Total DRC errors in the routed layout || 0
|-
| Maximum number of pins on one net before global-route repair || 25
|-
| Sum of net half-perimeters after detailed placement || 2220 um
|-
| Warning count from the yosys run || 1
|-
| Class of the tightest hold or removal check || flip-flop to flip-flop
|-
| # clock sinks || 43
|-
| Final weighted congestion in routability-driven placement || 0.776
|-
| Worst Tran Pin Value || 0.724 ns
|-
| Kind of critical path || flip-flop to output port
|-
| Top cells by area || dfrtp_1 60%, xnor2_1 11%, nand4_1 4.5%
|-
| Number of nets with antenna violations after routing || 0
|-
| Fraction of the cycle the final worst path needs || 0.442
|-
| Crit path time final || 2.30 ns
|-
| Register-to-register path setup slack || 3.25 ns
|-
| Launch point of the worst hold path || AD_clk_pos_detect_r0
|-
| Post-cts gate resize count || 0
|-
| Leakage power figure || 1.00 nW
|-
| Crit path capture type || output port
|-
| EDFF count, synth || 0
|-
| Post-Place Setup Slack || 3.19 ns
|-
| Die Y || 68.9 um
|-
| Worst setup SP type || flip-flop
|-
| Number of antenna violations at the first check in global routing || 0
|-
| CTS buffer count || 5
|-
| Post-synthesis instance area || 1790 um2
|-
| Synthesized instance count || 148
|-
| Total number of H-tree levels || 2
|-
| TritonCTS clock tree || built
|-
| Deepest clock path buffer count || 2
|-
| Fraction of layout cells with a size suffix above 1 || 0.0805
|-
| Number of buffers inserted to repair setup after CTS || 0
|-
| Result of the run || completed
|-
| Number of synthesized register bits || 43
|-
| Routed length per placed instance || 14.2 um
|-
| Detailed Routing Iterations Pass 1 || 4
|-
| DRT Wirelength || 3180 um
|-
| Placeable core region || 4140 um2
|-
| Cell type contributing the most total cell area after synthesis || dfrtp_1
|-
| Final setup viols || 0
|-
| Min-Delay Path Depth || 0
|-
| Number of failing hold endpoints at the final stage || 0
|-
| GRT Residual Overflow || 0
|}
## cell type report
type                       count  area, um2
fill                         334       2000
sequential                    43       1080
tap                           50       62.6
clock buffer                   7       96.3
timing repair buffer          21        200
inverter                       3       11.3
multi-input combinational     99        689
clock inverter                 1       7.51
## synth_stat cells, types with 2 or more instances
cell,instances
xor2_1,9
xnor2_1,22
clkbuf_1,3
nand3_1,8
and2_1,2
inv_1,3
and4_1,4
dfrtp_1,43
ha_1,2
nand4_1,13
nand4b_1,2
nor3_1,3
nor2_1,10
nor4_1,5
nand2_1,7
and3_1,5
## per-layer routing
layer,GRT usage,wire [um]
met1,0.236,1540
met2,0.246,1430
met3,0.0450,169
met4,0.0230,44
met5,0,0
## through the flow
| step | util | std cells | cell area (um2) | hold WS [ns] |
|---|---|---|---|---|
| after floorplan | - | 148 | 1790 | 0.354 |
| after global placement | 0.492 | 216 | 2040 | 0.363 |
| after detailed placement | 0.492 | 216 | 2040 | 0.376 |
| after CTS | 0.517 | 224 | 2140 | 0.394 |
| after global routing | 0.517 | 224 | 2140 | 0.415 |
| final | 0.517 | 224 | 2140 | 0.387 |
## registers in the layout, indices dropped and copies added, names as in the netlist
name and flops:
AD_clk 1, AD_clk_pos_detect_r1 1, AD_clk_cnt 32, AD_clk_pos_detect_r0 1, AD_digits_out 8
## critical path, cell delays in order (launching register included)
cell and delay [ns]:
dfrtp_1 0.38, nor2b_1 0.11, clkdlybuf4s50_1 0.47
## worst max-delay path by stage
stage / start / to
6_report: AD_clk_pos_detect_r0 / data_vld
4_1_cts: AD_clk_pos_detect_r0 / data_vld
5_1_grt: AD_clk_pos_detect_r0 / data_vld
## kinds of logic (layout without fill, tap and decap cells)
family | count (synthesis) | in the layout | synth area share
AND/OR/NAND/NOR | 66 | 66 | 0.220
flip-flops | 43 | 43 | 0.602
XOR/XNOR | 31 | 31 | 0.152
buffers and inverters | 6 | 32 | 0.0126
adder cells (fa/ha/maj) | 2 | 2 | 0.0140
## report_power, final
group | internal, mW | leakage [nW] | switching (mW)
registers | 0.337 | 0.573 | 0.000763
logic | 0.0109 | 0.381 | 0.00708
clock network | 0.121 | 0.0505 | 0.108
total | 0.469 | 1.00 | 0.116
## cell usage in the layout (no fill, tap or decap)
master / n
nand4b_1: 2
clkbuf_8: 7
clkdlybuf4s50_1: 18
nand2_1: 7
and2_1: 2
nor3_4: 1
ha_1: 2
nand3_1: 8
nor2_1: 10
inv_1: 3
nor3b_1: 1
clkinvlp_4: 1
nor4b_1: 1
nand4_1: 13
xor2_1: 9
or4_1: 1
nor4_1: 5
xnor2_1: 22
or4_4: 1
nor3_1: 3
and3_1: 5
buf_2: 1
buf_4: 2
nor2b_1: 1
and3_2: 1
dfrtp_1: 43
and4_1: 4
Power and IR drop assume default switching activity.

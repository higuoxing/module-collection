### ./run.sh
#!/bin/bash
# OpenROAD 26Q1-2900-gdf79404cd8, Yosys 0.63+post, stock flow scripts
make -C /OpenROAD-flow-scripts/flow DESIGN_CONFIG=/design/flow/config.mk WORK_HOME=/design/flow/orfs finish
### ./config.mk
export PLATFORM = sky130hd
export DESIGN_NAME = spi_slave
export DESIGN_NICKNAME = spi_slave
export VERILOG_FILES = /design/flow/design.v
export SDC_FILE = /design/flow/constraint.sdc
export NUM_CORES = 4
export LEC_CHECK = 1
export CORE_AREA = 10 10 114 114
export DIE_AREA = 0 0 124 124
### ./constraint.sdc
current_design spi_slave

set clk_period 2.8
set clk_io_pct 0.2

create_clock -name clk0 -period $clk_period [get_ports {sys_clk}]

set non_clock_inputs [all_inputs -no_clocks]
set_input_delay [expr $clk_period * $clk_io_pct] -clock clk0 $non_clock_inputs
set_output_delay [expr $clk_period * $clk_io_pct] -clock clk0 [all_outputs]
### ./design.v
`timescale 1ns / 1ps
module spi_slave(
  input  wire       sys_clk ,
  input  wire       rst_n   ,
  input  wire       CS_N    ,
  input  wire       SCK     ,
  input  wire       MOSI    ,
  input  wire [7:0] txd_data,
  output reg        MISO    ,
  output reg  [7:0] rxd_data,
  output wire       rxd_flag
);
  wire sck_pos_detect, sck_neg_detect;
  reg  sck_pos_detect_r0, sck_pos_detect_r1;
  wire CS_N_pos_detect, CS_N_neg_detect;
  reg  CS_N_pos_detect_r0, CS_N_pos_detect_r1;
  reg  rxd_flag_r;
  reg  rxd_flag_r0;
  reg  rxd_flag_r1;
  reg  [3:0] rxd_data_cnt;
  reg  [1:0] rxd_current_state;
  reg  [1:0] rxd_next_state;
  reg  [7:0] txd_data_buf;
  reg  [3:0] txd_data_cnt;
  initial begin
    sck_pos_detect_r0 <= 1'b1;
    sck_pos_detect_r1 <= 1'b1;
    rxd_flag_r <= 1'b0;
    rxd_current_state <= 2'd0;
    rxd_next_state <= 2'd0;
    txd_data_buf <= 8'd0;
    txd_data_cnt <= 4'd0;
  end
  assign sck_pos_detect = (sck_pos_detect_r0 && 
    !sck_pos_detect_r1) ? 1'b1: 1'b0;
  assign sck_neg_detect = (!sck_pos_detect_r0 && 
    sck_pos_detect_r1) ? 1'b1: 1'b0;
  always @ (posedge sys_clk or negedge rst_n) begin
    if (!rst_n) begin
      sck_pos_detect_r0 <= 1'b1;
      sck_pos_detect_r1 <= 1'b1;
    end
    else begin
      sck_pos_detect_r0 <= SCK;
      sck_pos_detect_r1 <= sck_pos_detect_r0;
    end
  end
  assign rxd_flag = (rxd_flag_r0 &&
    !rxd_flag_r1) ? 1'b1: 1'b0;
  always @ (posedge sys_clk or negedge rst_n) begin
    if (!rst_n) begin
      rxd_flag_r0 <= 1'b0;
      rxd_flag_r1 <= 1'b0;
    end
    else begin
      rxd_flag_r0 <= rxd_flag_r;
      rxd_flag_r1 <= rxd_flag_r0;
    end
  end
  assign CS_N_pos_detect = (CS_N_pos_detect_r0 && 
    !CS_N_pos_detect_r1) ? 1'b1: 1'b0;
  assign CS_N_neg_detect = (!CS_N_pos_detect_r0 && 
    CS_N_pos_detect_r1) ? 1'b1: 1'b0;
  always @ (posedge sys_clk or negedge rst_n) begin
    if (!rst_n) begin
      CS_N_pos_detect_r0 <= 1'b1;
      CS_N_pos_detect_r1 <= 1'b1;
    end
    else begin
      CS_N_pos_detect_r0 <= CS_N;
      CS_N_pos_detect_r1 <= CS_N_pos_detect_r0;
    end
  end
  always @ (posedge sys_clk or negedge rst_n) begin
    if (!rst_n) begin
      rxd_data <= 8'd0;
      rxd_data_cnt <= 4'd0;
      rxd_flag_r = 1'b0;
    end
    else if (sck_pos_detect && !CS_N && 
      rxd_data_cnt != 4'd7) begin
      rxd_data <= {rxd_data[6:0], MOSI};
      rxd_data_cnt <= rxd_data_cnt + 1;
    end
    else if (sck_pos_detect && !CS_N &&
      rxd_data_cnt == 4'd7) begin
      rxd_data <= {rxd_data[6:0], MOSI};
    end
    else if (CS_N_neg_detect) begin
      rxd_flag_r <= 1'b0;
    end
    else if (CS_N_pos_detect) begin
      rxd_data_cnt <= 4'd0;
      rxd_flag_r <= 1'b1;
    end
    else begin
      rxd_data <= rxd_data;
      rxd_data_cnt <= rxd_data_cnt;
      rxd_flag_r <= rxd_flag_r;
    end
  end
  always @ (posedge sys_clk or negedge rst_n) begin
    if (!rst_n) begin
      txd_data_cnt <= 4'd0;
      txd_data_buf <= 8'd0;
    end
    else if (CS_N_neg_detect) begin
      txd_data_buf <= txd_data;
    end
    else if (sck_neg_detect && !CS_N &&
      txd_data_cnt != 4'd7) begin
      MISO <= txd_data_buf[7];
      txd_data_buf <= {txd_data_buf[6:0], 1'b0};
      txd_data_cnt <= txd_data_cnt + 1;
    end
    else if (sck_neg_detect && !CS_N &&
      txd_data_cnt == 4'd7) begin
      MISO <= txd_data_buf[7];
      txd_data_cnt <= 4'd0;
    end
    else begin
      txd_data_cnt <= txd_data_cnt;
      txd_data_buf <= txd_data_buf;
    end
  end
endmodule
==> flow_summary.json <==
{
  "dpl.hpwl_mm": 1.90,
  "vias_per_cell": 3.08,
  "path_clk_slew_ns": 0.10,
  "rsz0062_at_grt": "no",
  "hold_class": "reg -> reg",
  "clkPwrFrac_pct": 27.5,
  "hold_slack_ns": 0.372,
  "maxSlewHeadroom_pct": 57.3,
  "cts.repair.resized": 0,
  "grt_overflow_total": 0,
  "drive_gt1_share_pct": 17.5,
  "cp.arrival_ns": 2.23,
  "fp_util_pct": 11.3,
  "seq_power_share_pct": 50.1,
  "routedWlPerCell_um": 9.64,
  "worst_path_max_delay_cell": "dfstp_2",
  "path_max_fanout": 19,
  "post_cts_buffers": 0,
  "setup_viol": 0,
  "via_count": 788,
  "ioPinCount": 23,
  "htreeDepth": 1,
  "hold_violations": 0,
  "io_buffer_count": 22,
  "grt_pass1_wl_mm": 4.24,
  "wl_mm": 2.47,
  "rows": 37,
  "grt_use_total_pct": 3.33,
  "cts_tree": "built",
  "diodes": 0,
  "ir_worst_vdd_mv": 0.256,
  "status": "finished, final reports clean",
  "p_leak_uw": 0.000618,
  "drc": 0,
  "synth_warnings": 1,
  "numSynthFlops": 28,
  "report.final.slew_viol_count": 0,
  "finalClockSkew_ns": 0.00278,
  "seq_area_frac_synth_pct": 60.3,
  "final.fill_count": 1154,
  "switching_share_pct": 23.3,
  "worstPathCellList": "inv_1 > ha_1 > nor4b_4 > nand4_1 > mux2_1",
  "ys_chip_area_sq_um": 1180,
  "die_area_sq_um": 15400,
  "globalplace.congestion": 0.718,
  "fin_crit_sh_pct": 73.8,
  "worst-setup-path-type": "reg -> reg",
  "crit_path_start_kind": "flop",
  "grt_start_max_net_pins": 28,
  "detail_route.iter0.violations": 64,
  "firstDrtPassIters": 2,
  "slowest_delay_ns": 0.54,
  "cp.buffers_inverters": 1,
  "yosysUniqueCellTypes": 27,
  "tns_ns": 0,
  "cts_root_buffer": "clkbuf_8",
  "clock.fmax_mhz": 484,
  "power.internal_uw": 874,
  "crit_required_ns": 2.96,
  "worst_pin_slew_ns": 0.641,
  "fp.dieW_um": 124,
  "antenna_found_initial": 0,
  "syn_inst": 96,
  "area_growth_pct": 38.7,
  "cts_sinks": 28,
  "power_density_nw_per_um2": 697,
  "grt_pass1_vias": 832,
  "cts_hold_buf": 0,
  "period_needed_ns": 2.07,
  "critPathTopFamily": "simple AND/OR/NAND/NOR gates",
  "yosys_cells": 96,
  "synth.cell_area_sq_um": 1180,
  "comb_power_share_pct": 22.3,
  "worstSetupEndpointType": "flop",
  "maxCapViolations": 0,
  "syn_area_per_cell_sq_um": 12.3,
  "drt.antenna.violating_nets": 0,
  "cts_made_buffers": 3,
  "clock_latency_ns": 0.27,
  "coreArea_sq_um": 10400,
  "warnings": 25,
  "die_h_um": 124,
  "p_sw_uw": 266,
  "cts_buffer_depth": 2
}
==> cells in the mapped netlist, drive strengths merged <==
master	instances	area (sq um)
dfrtp	23	576
o21ai	12	60.1
mux2	9	101
nor2b	8	50.1
a21oi	7	35.0
a31oi	7	43.8
dfstp	4	105
buf	3	20.0
nand2	3	11.3
clkbuf	2	7.51
ha	2	25.0
inv	2	7.51
nand3	2	10.0
nor3b	2	15.0
and2	1	6.26
and3b	1	8.76
edfxtp	1	30.0
nand3b	1	7.51
nand4	1	6.26
nor2	1	3.75
nor4b	1	23.8
o31ai	1	7.51
or3b	1	8.76
xnor2	1	8.76
==> metrics by stage <==
step                      setup slack (ns)  instance area (sq um)  total power [uW]  util [%]  std cells
final                                0.733                   1640              1140      15.7        256
after global routing                 0.601                   1640              1220      15.7        256
after CTS                            0.722                   1640              1160      15.7        256
after detailed placement             0.702                   1560               845      15.0        252
after global placement               0.732                   1560               836      15.0        252
after floorplan                       1.03                   1180               680         -         96
==> kinds of logic (layout without fill, tap and decap cells) <==
| kind of cell | Yosys count | after routing | synth area share, % |
|---|---|---|---|
| buffers and inverters | 7 | 31 | 2.97 |
| and+or+nand+nor | 22 | 22 | 12.8 |
| DFF | 28 | 28 | 60.3 |
| AOI/OAI and AO/OA | 27 | 27 | 12.4 |
| adders and majority gates | 2 | 2 | 2.12 |
| xor gates and xnor gates | 1 | 1 | 0.743 |
| muxes | 9 | 9 | 8.60 |
==> area by class of cell <==
| class | instances | area [sq um] | share of cell area (%) |
|---|---|---|---|
| sequential | 28 | 711 | 43.5 |
| multi-input combinational | 61 | 433 | 26.5 |
| timing repair buffer | 25 | 243 | 14.8 |
| tap | 136 | 170 | 10.4 |
| clock buffer | 3 | 41.3 | 2.52 |
| clock inverter | 1 | 30.0 | 1.84 |
| inverter | 2 | 7.51 | 0.459 |
==> state kept, by name, summed over array words and instances (netlist names) <==
name and cells:
txd_data_cnt 4, CS_N_pos_detect_r1 1, sck_pos_detect_r1 1, MISO 1, rxd_flag_r 1, rxd_flag_r1 1, rxd_data 8, txd_data_buf 8
sck_pos_detect_r0 1, CS_N_pos_detect_r0 1, rxd_flag_r0 1
==> power groups by stage <==
stage                 clock network (uW)  logic [uW]  registers, uW
after global routing                 343         290            588
final                                314         254            571
after CTS                            327         263            573
==> final timing paths <==
kind	start	to	slack (ns)	depth (start not counted)
min reg2reg	CS_N_pos_detect_r0	CS_N_pos_detect_r1	0.37	0
max reg2reg	CS_N_pos_detect_r0	txd_data_cnt[3]	0.73	5
max in group asynchronous	rst_n	CS_N_pos_detect_r1	1.78	2
max	CS_N_pos_detect_r0	txd_data_cnt[3]	0.73	5
min	CS_N_pos_detect_r0	CS_N_pos_detect_r1	0.37	0
min in group asynchronous	rst_n	txd_data_buf[7]	0.71	2
==> routing by layer <==
metal  routed length, um  share of wire (%)  track usage (%)
met1                1240                 50             4.74
met3                 106                4.3            0.918
met4                   0                  0            0.216
met5                   0                  0                0
met2                1120                 45             5.20
==> placed cells by master, fill, tap and decap left out <==
master           instances
dfrtp_1                 23
clkdlybuf4s50_1         22
o21ai_0                 12
nor2b_1                  8
mux2_2                   8
a31oi_1                  7
a21oi_1                  7
dfstp_2                  4
nand2_1                  3
clkbuf_8                 3
buf_4                    3
inv_1                    2
nor3b_1                  2
nand3_1                  2
ha_1                     2
edfxtp_1                 1
nor4b_4                  1
and2_1                   1
or3b_2                   1
and3b_1                  1
nand3b_1                 1
o31ai_1                  1
xnor2_1                  1
nor2_1                   1
nand4_1                  1
mux2_1                   1
bufinv_16                1
==> worst reg2reg max path: stages (launching register included) <==
cell     delay [ns]
dfstp_2        0.54
inv_1          0.04
ha_1           0.41
nor4b_4        0.51
nand4_1        0.15
mux2_1         0.32
Power and IR drop assume default switching activity.

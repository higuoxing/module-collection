`design.v`:
```
`timescale 1ns / 1ps
module lcd_module (
  input  wire         clk_i        ,  
  input  wire         rst_n        ,  
  output wire         lcd_dclk     ,  
  output wire         lcd_hsync    ,  
  output wire         lcd_vsync    ,  
  output wire         lcd_de       ,  
  output wire         lcd_rst_n    ,  
  output wire [10: 0] lcd_hsync_cnt,  
  output wire [9 : 0] lcd_vsync_cnt   
);
  parameter LinePeriod   = 1056;
  parameter H_SyncPulse  =  128;
  parameter H_FrontPorch =   40;
  parameter H_BackPorch  =   88;
  parameter H_ActivePix  =  800;
  parameter Hde_start    =  216;
  parameter Hde_end      = 1016;
  parameter FramePeriod  = 505;
  parameter V_SyncPulse  =   3;
  parameter V_FrontPorch =   1;
  parameter V_BackPorch  =  21;
  parameter V_ActivePix  = 480;
  parameter Vde_start    =  24;
  parameter Vde_end      = 504;
  reg [10: 0] hsync_cnt;
  reg [9:  0] vsync_cnt;
  reg [7:  0] lcd_r_reg;
  reg [7:  0] lcd_g_reg;
  reg [7:  0] lcd_b_reg;
  reg hsync_r;
  reg vsync_r;
  reg hsync_de;
  reg vsync_de;
  assign lcd_dclk  = ~ clk_i;
  assign lcd_hsync = hsync_r;
  assign lcd_vsync = vsync_r;
  assign lcd_de    = hsync_de && vsync_de;
  assign lcd_rst   = 1'b1;
  always @ (posedge clk_i) begin
    if (!rst_n) 
      hsync_cnt <= 1'b1;
    else if (hsync_cnt == LinePeriod)
      hsync_cnt <= 1'b1;
    else
      hsync_cnt <= hsync_cnt + 1;
  end
  always @ (posedge clk_i) begin
    if (!rst_n)
      hsync_r <= 1'b1;
    else if (hsync_cnt == 1)
      hsync_r <= 1'b0;
    else if (hsync_cnt == H_SyncPulse)
      hsync_r <= 1'b1;
    else
      hsync_r <= hsync_r;
    if (!rst_n)
      hsync_de <= 1'b0;
    else if (hsync_cnt == Hde_start)
      hsync_de <= 1'b1;
    else if (hsync_cnt == Hde_end)
      hsync_de <= 1'b0;
    else
      hsync_de <= hsync_de;
  end
  always @ (posedge clk_i) begin
    if (!rst_n)
      vsync_cnt <= 1'b1;
    else if (vsync_cnt == FramePeriod)
      vsync_cnt <= 1'b1;
    else if (hsync_cnt == LinePeriod)
      vsync_cnt <= vsync_cnt + 1;
    else
      vsync_cnt <= vsync_cnt;
  end
  always @ (posedge clk_i) begin
    if (!rst_n)
      vsync_r <= 1'b1;
    else if (vsync_cnt == 1)
      vsync_r <= 1'b0;
    else if (vsync_cnt == V_SyncPulse)
      vsync_r <= 1'b1;
    else
      vsync_r <= vsync_r;
    if (!rst_n)
      vsync_de <= 1'b0;
    else if (vsync_cnt == Vde_start)
      vsync_de <= 1'b1;
    else if (vsync_cnt == Vde_end)
      vsync_de <= 1'b0;
    else
      vsync_de <= vsync_de;
  end
  assign lcd_hsync_cnt = (Hde_start) ? (hsync_cnt - 217) : 11'd0;
  assign lcd_vsync_cnt = (Vde_start) ? (vsync_cnt - 25)  : 10'd0;
endmodule
```
`run.sh`:
```
#!/bin/bash
# OpenROAD 26Q1-2900-gdf79404cd8, Yosys 0.63+post, stock flow scripts
make -C /OpenROAD-flow-scripts/flow DESIGN_CONFIG=/design/flow/config.mk WORK_HOME=/design/flow/orfs finish
```
`config.mk`:
```
export PLATFORM = sky130hd
export DESIGN_NAME = lcd_module
export DESIGN_NICKNAME = lcd_module
export VERILOG_FILES = /design/flow/design.v
export SDC_FILE = /design/flow/constraint.sdc
export NUM_CORES = 4
export LEC_CHECK = 1
export CORE_UTILIZATION = 30
```
`constraint.sdc`:
```
current_design lcd_module

set clk_period 4.3
set clk_io_pct 0.2

create_clock -name clk0 -period $clk_period [get_ports {clk_i}]

set non_clock_inputs [all_inputs -no_clocks]
set_input_delay [expr $clk_period * $clk_io_pct] -clock clk0 $non_clock_inputs
set_output_delay [expr $clk_period * $clk_io_pct] -clock clk0 [all_outputs]
```
==> impl_metrics.toml <==
# physical design summary
[synth]
synth_flops = 25
synth_dominant_cell_count = "dfxtp_1"
ys_sh_aoi = 0.0862
synthTopLogicFamily = "simple AND/OR/NAND/NOR gates"
syn_avg_cell_area_um2 = 7.89
ys_warn_count = 3
ys_types = 38
yosysTopAreaCellShare = 0.322
synth-edff-count = 0
ys_cells = 197
synthCells = 197
xor_share = 0.180
async_flop_share = 0
largest_area_cell = "dfxtp_1"
mux_share = 0.00644
top_cells_by_area = "dfxtp_1 (32%), xnor2_1 (14%), ha_1 (5.6%)"
syn_area_um2 = 1550
seq_area_frac_synth = 0.322
ys_sh_simple = 0.268
ff_type = "dfxtp_1"
ys_area_um2 = 1550
synth.cellmix.adderShare = 0.0564
top_cells_by_count = "dfxtp_1 (25), xnor2_1 (24), nor2_1 (22), nand2_1 (14)"

[layout]
register_area_um2 = 500
n_fill_cell = 515
combGateArea_um2 = 932
final_cells = 276
drive_above_1_share = 0.0191
syn_to_final_growth_pct = 19.6

[placement]
port_buffers = 26
dp_hpwl_mm = 2.32
place_inst = 272
dp_slack_ns = 0.827
routabilityCongestion = 0.837

[routing]
postRouteAntennaNets = 0
firstDrtPassIters = 4
routed_via_density = 4.73
routedWlPerCell_um = 11.5
n_antenna_cell = 0
vias = 1306
wirelength_mm = 3.16
drc = 0
drtIter0Drc = 62

[grt]
grt_pass1_vias = 1157
grt_max_degree = 15
grt_pass1_wl_mm = 5.58
antenna_found_initial = 0
track_usage = 0.131
grt.overflow.total = 0

[floorplanning]
dieArea_um2 = 5470
die-height_um = 74.0
row_count = 25
io-pin-count = 28
core_util_floorplan = 0.321
core_area_um2 = 4850
fp.dieW_um = 74.0

[worst_hold_path]
holdPathEnd = "vsync_de"
min-delay-start = "vsync_de"
hp-class = "reg2reg"
hold_depth = 2

[power_and_ir_drop]
leakage_nw = 0.634
ir_drop_v = 0.000183
power_density_nw_per_um2 = 238

[clocking]
cts.clk_slew.worst_paths_ns = 0.08
htreeDepth = 1
numCtsBuffers = 3
cts_setup_buffers = 0
clock.latency.late_pin_ns = 0.26
clockBufferDepth = 2
clock-root-buffer = "clkbuf_8"
ctsHoldBuffers = 0
cts_tree = "yes"
cts-resized-gates = 0

[setup_path]
worstPathCellList = "clkbuf_8, clkbuf_8, inv_1, clkdlybuf4s50_1"
critPathLaunchType = "clock port"
cp_data_arrival_time_ns = 2.92
cp-end-kind = "output pin"
crit_buf_inv = 4
r2r-end = "vsync_cnt[8]"
cp_max_fo = 13
crit_family = "buffers and inverters"
worstPathRequired_ns = 3.44
cpMostUsedCell = "clkbuf_8"
timing_worst_setup_path_type = "clk2out"
reg2reg_from = "hsync_cnt[6]"
cp_slowest_cell = "clkdlybuf4s50_1"
crit_path_max_incr_delay_ns = 0.44
worst_r2r_path_depth = 4
r2r_slack_ns = 1.92

[timing]
slew_viol_final = 0
slew_headroom = 0.500
rsz0062_at_grt = "false"
fin_tns_setup_ns = 0
setup_ws_ns = 0.518
finClkSkew_ns = 0.00349
tightest_slew_ns = 0.746
timing.final.hold_violations = 0
setup_viol = 0

[outcome]
outcome = "finished clean"

[flow_run]
drv_cap = 0
warnings = 32
## cell type report
| cell class | count | area share |
|---|---|---|
| Inverter | 9 | 0.0182 |
| Timing Repair Buffer | 25 | 0.135 |
| Clock inverter | 1 | 0.00202 |
| Clock buffer | 5 | 0.0296 |
| Tap cell | 67 | 0.0451 |
| Multi-Input combinational cell | 144 | 0.501 |
| Sequential cell | 25 | 0.269 |
## layout by cell type (no fill, tap or decap), types with 2 or more instances in the layout
cell type        count
clkdlybuf4s50_1     26
dfxtp_1             25
xnor2_1             24
nor2_1              22
nand2_1             14
nand3_1             11
inv_1               10
xor2_1               8
nor3_1               8
ha_1                 7
o21ai_0              6
nor4_1               6
a31oi_1              4
or3_1                4
or4_1                4
nand2b_1             3
nand4_1              3
a21oi_1              3
clkbuf_8             3
o21bai_1             2
## worst max-delay path by stage
| stage | depth (start not counted) | slack [ns] | start | end |
|---|---|---|---|---|
| finish | 4 | 0.52 | clk_i | lcd_dclk |
| global route | 4 | 0.45 | clk_i | lcd_dclk |
| CTS | 4 | 0.50 | clk_i | lcd_dclk |
## sequential cells by signal, summed over array words and instances (netlist names)
register,flops
hsync_r,1
vsync_de,1
vsync_r,1
hsync_cnt,11
vsync_cnt,10
hsync_de,1
## through the flow
step,util,cell area [um^2],power [mW],hold slack (ns)
2_1_floorplan,-,1550,0.275,0.438
3_3_place_gp,0.374,1810,0.312,0.458
3_5_place_dp,0.374,1810,0.311,0.469
4_1_cts,0.383,1860,0.453,0.491
5_1_grt,0.383,1860,0.477,0.523
6_report,0.383,1860,0.443,0.487
## tightest hold or removal path, cell delays in order (launching register included)
cell      delay, ns
dfxtp_1        0.31
o21ai_0        0.06
a21boi_0       0.07
## cells by family (layout without fill, tap and decap cells)
logic type	Yosys count	in the layout
flops	25	25
buf+inv	28	40
fa+ha+maj	7	7
xor+xnor	32	32
simple gates	82	82
mux	1	1
compound gates	21	21
other cells	1	1
## routing by layer
| layer | GRT usage | up-vias | share of wire | wire, um |
|---|---|---|---|---|
| li1 | - | 692 | - | - |
| met1 | 0.217 | 584 | 0.54 | 1690 |
| met2 | 0.186 | 28 | 0.42 | 1330 |
| met3 | 0.0247 | 2 | 0.034 | 107 |
| met4 | 0.0128 | 0 | 0.011 | 34 |
| met5 | 0 | - | 0 | 0 |
## report_power, final
part | switching (mW) | leakage, nW | internal (mW)
clock network | 0.0736 | 0.0320 | 0.0824
registers | 0.00769 | 0.203 | 0.237
logic | 0.0185 | 0.399 | 0.0243
total | 0.0999 | 0.634 | 0.343
Power is estimated from default activity; no workload was simulated.
